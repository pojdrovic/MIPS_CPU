==> design/flow/design.v <==
`timescale 1ns / 1ps
module ALU(AluOut, Zero, InputA, InputB, AluOp);
    output  reg [31:0] AluOut;
    output  reg Zero;
    input   [31:0]  InputA,InputB;
    input   [3:0]   AluOp;
    always @(AluOp,InputA,InputB) begin
    case (AluOp[2:0])
    3'h0: AluOut <= InputA;
    3'h1: AluOut <= ~InputA;
    3'h2: AluOut <= (InputA + InputB);
    3'h3: AluOut <= (InputA - InputB);
    3'h4: AluOut <= (InputA | InputB);
    3'h5: AluOut <= (InputA & InputB);
    3'h6: AluOut <= (InputA ^ InputB);
    3'h7: AluOut <= (($signed(InputA) < $signed(InputB))? 1:0); 
    endcase
    end
    always @(AluOut) begin
        if (AluOut == 0) begin
            Zero <= 1;
        end else begin
            Zero <= 0;
        end
    end
endmodule
==> design/flow/run.sh <==
#!/bin/bash
# OpenROAD 26Q1-2900-gdf79404cd8, Yosys 0.63+post, stock flow scripts
make -C /OpenROAD-flow-scripts/flow DESIGN_CONFIG=/design/flow/config.mk WORK_HOME=/design/flow/orfs finish
==> design/flow/config.mk <==
export PLATFORM = sky130hd
export DESIGN_NAME = ALU
export DESIGN_NICKNAME = ALU
export VERILOG_FILES = /design/flow/design.v
export SDC_FILE = /design/flow/constraint.sdc
export NUM_CORES = 4
export LEC_CHECK = 1
export CORE_UTILIZATION = 40
==> design/flow/constraint.sdc <==
current_design ALU

set clk_period 15.5
set clk_io_pct 0.2

create_clock -name clk0 -period $clk_period

set non_clock_inputs [all_inputs -no_clocks]
set_input_delay [expr $clk_period * $clk_io_pct] -clock clk0 $non_clock_inputs
set_output_delay [expr $clk_period * $clk_io_pct] -clock clk0 [all_outputs]
==> flow_summary_export.csv <==
group,metric,value,unit
final_layout,lay_top_count,"ha_1",
final_timing,slew_viol_final,0,
placement,globalplace.congestion,1.00,
final_layout,utilization,0.482,
final_timing,finalSetupTns,0,ns
floorplanning,boundaryPins,101,
final_layout,flop-count,0,
setup_path,crit_slowest_cell,"a211oi_1",
synth,ys_top_logic_family,"AND-OR/OR-AND gates",
setup_path,endpoint_kind,"primary output",
synth,ys_sh_xor,0.0335,
final_layout,nFillCells,1561,
cts,ctsResizeCount,0,
floorplanning,die_h,127,microns
final_layout,clkbuf_count,0,
setup_path,cp_num_buf_inv,3,
detailed_routing,drt-total-wl,23900,microns
synth,syn_area_per_cell,6.44,sq um
final_layout,seq_area,0,sq um
detailed_routing,drtIter0Drc,653,
grt,grt_overflow_total,0,
detailed_routing,num_vias,7457,
final_timing,tightest_slew,0.805,ns
synth,ys_types,78,
setup_path,crit_top_cell,"clkdlybuf4s50_1",
final_timing,max_freq,85.6,MHz
setup_path,criticalPathCategory,"in -> out",
synth,ys_warn_count,1,
synth,adder_share,0.218,
synth,syn-cell-area,6270,sq um
final_layout,area_delta_synth_final,17.3,%
detailed_routing,vias_per_cell,6.04,
detailed_routing,ant_nets,0,
final_timing,final_hold_viol_count,0,
detailed_routing,first_pass_iters,7,
synth,mux_area_frac,0.0150,
placement,portBuffers,100,
synth,syn_inst,973,
setup_path,crit_path_start_kind,"input pin",
final_layout,drive_gt1_frac,0.0362,
pwr,powerDensity,37.2,nW/um^2
run_status,status,"finished clean",
floorplanning,dieArea,16200,sq um
synth,ys_sh_simple,0.216,
synth,yosysCellCount,973,
cts,cts_hold_buf,0,
flow_run,warnings,107,
floorplanning,initial_core_util,0.411,
synth,seq_area_frac_synth,0,
detailed_routing,diodes,0,
grt,antenna_found_initial,0,
cts,post-cts-setup-buffers,0,
synth,synth_chip_area,6270,sq um
final_timing,report.final.setup_viol,0,
final_layout,layout_top_cells,"ha_1, a21oi_1, inv_1, clkdlybuf4s50_1, nor2_1",
floorplanning,core-area,15300,sq um
setup_path,critPathMaxFanout,4,
final_timing,rsz0062_at_grt,"false",
final_timing,fin_crit,11.68,ns
pwr,vdd_drop_max,0.0188,mV
setup_path,cp_top_family,"AND-OR/OR-AND gates",
min_path,min_path_type,"in -> out",
final_timing,period_used_share,0.754,
detailed_routing,avgRoutedWirePerCell,19.4,microns
floorplanning,rows,45,
setup_path,worstPathRequired,12.40,ns
grt,grt_pass1_vias,6765,
flow_run,cap_violations,0,
setup_path,crit_arrival,8.58,ns
setup_path,crit_path_cell_trace,"clkdlybuf4s50_1 -> ha_1 -> inv_1 -> fa_1 -> nand2b_1 -> a211oi_1 -> o21ai_0 -> a21oi_1 -> nor3_1 -> o32a_1 -> a2111oi_0 -> or4b_1 -> nor4_2 -> o2111ai_1 -> nor4b_2 -> clkdlybuf4s50_1",
detailed_routing,drc_errors,0,
grt,grt_first_pass_wirelength,37600,microns
grt,grt_usage,0.297,
grt,grt_max_degree,66,
pwr,p_leak,3.12,nW
floorplanning,die_w,127,microns
placement,hpwl,18000,microns
synth,synthAoiAreaFrac,0.414,
setup_path,max_stage_delay,0.67,ns
final_timing,slew_headroom,0.460,
cells in the mapped netlist, drive strengths merged (15+ instances only):
cell type	instances	area share
a211oi	18	0.022
clkbuf	45	0.027
inv	98	0.059
a21oi	104	0.083
ha	106	0.21
o21ai	73	0.058
nand2	69	0.041
o211ai	16	0.019
nor2b	15	0.015
nand3	15	0.012
nor3	30	0.025
a21o	18	0.022
nor2	89	0.054
xnor2	18	0.025
buf	20	0.018
power by group:
| group | internal (W) | total (W) | switching (W) |
|---|---|---|---|
| clock | 0 | 0 | 0 |
| sequential | 0 | 0 | 0 |
| combinational | 0.000115 | 0.000273 | 0.000158 |
| total | 0.000115 | 0.000273 | 0.000158 |
worst paths after layout:
kind                    endpoint      start  slack (ns)  cells after the start
worst min-delay path  AluOut[13]   AluOp[2]        7.14                      4
worst max-delay path        Zero  InputA[0]        3.82                     16
metal layers:
layer	track usage	part of all wire
met5	0	0
met4	0.0742	0.031
met3	0.0226	0.071
met2	0.462	0.43
met1	0.444	0.47
area by class of cell:
class | count | area, sq um | area share
timing repair buffer | 115 | 1100 | 0.149
inverter | 99 | 372 | 0.0506
multi-input combinational | 809 | 5620 | 0.764
tap | 211 | 264 | 0.0359
per-stage QoR:
stage	hold slack, ns	area (sq um)	power, W	worst slack, ns	cells
global route	7.20	7350	0.000300	3.50	1234
floorplan	6.28	6270	0.000167	5.84	973
finish	7.14	7350	0.000273	3.82	1234
detailed placement	7.11	7350	0.000267	3.95	1234
global placement	7.11	7350	0.000268	3.91	1234
CTS	7.12	7350	0.000269	3.90	1234
kinds of logic (layout without fill, tap and decap cells):
group | count (synthesis) | count (layout)
mux | 9 | 9
compound gates | 387 | 387
xor+xnor | 24 | 24
buf+inv | 164 | 214
simple gates | 281 | 281
fa+ha+maj | 108 | 108
Power is estimated from default activity; no workload was simulated.
