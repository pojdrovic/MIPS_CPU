===== /design/flow/design.v =====
module nbit_register_file( read_data_1,
									read_data_2,
									write_data,									
									read_sel_1,
									read_sel_2, 
									write_address,
									RegWrite,
									reset,
									clk
									);
    parameter data_width = 32;
    parameter select_width = 5; 
    input                                       reset, clk, RegWrite;
    input           [data_width-1:0]            write_data;
    input           [4:0]                       read_sel_1, read_sel_2, write_address;
    output		     [data_width-1:0]            read_data_1, read_data_2;
    reg             [data_width-1:0]            register_file [0:data_width-1];
    integer i;
    initial begin
        for (i = 0; i < 32; i = i + 1) begin 
            register_file[i] = 32'd0;
        end     
    end
	 assign		read_data_1 = register_file[read_sel_1];
	 assign		read_data_2 = register_file[read_sel_2];
    always @ (posedge clk) begin
        if (RegWrite) 
            register_file[write_address] <= write_data;
    end
endmodule

===== /design/flow/run.sh =====
#!/bin/bash
# OpenROAD 26Q1-2900-gdf79404cd8, Yosys 0.63+post, stock flow scripts
make -C /OpenROAD-flow-scripts/flow DESIGN_CONFIG=/design/flow/config.mk WORK_HOME=/design/flow/orfs finish

===== /design/flow/config.mk =====
export PLATFORM = sky130hd
export DESIGN_NAME = nbit_register_file
export DESIGN_NICKNAME = nbit_register_file
export VERILOG_FILES = /design/flow/design.v
export SDC_FILE = /design/flow/constraint.sdc
export NUM_CORES = 4
export LEC_CHECK = 1
export CORE_UTILIZATION = 30

===== /design/flow/constraint.sdc =====
current_design nbit_register_file

set clk_period 8.5
set clk_io_pct 0.2

create_clock -name clk0 -period $clk_period [get_ports {clk}]

set non_clock_inputs [all_inputs -no_clocks]
set_input_delay [expr $clk_period * $clk_io_pct] -clock clk0 $non_clock_inputs
set_output_delay [expr $clk_period * $clk_io_pct] -clock clk0 [all_outputs]

==> results_slide.txt <==
Physical Implementation Snapshot

Final layout
  – Layout cell share with drive strength beyond 1: 9.39%
  – Gate Area: between 0.015 and 0.02 mm2
  – Largest regs: register_file: 1024 flops
  – Seq. cell area: 0.0307 mm2
  – Fillcell total: around 15000
  – Most flop-heavy register: register_file
  – Area growth from synthesis to layout: 14.6%
  – Finished Cell Area: 0.0559 mm2
  – Max FFs per register: around 1000
  – Final core occ: 34.7%

Hold path
  – Hold Crit Start: write_data[1]
  – Worst Hold Path EP: register_file[30][1]$_DFFE_PP_
  – Hold Path Class: input pin to flop
  – Hold depth: 2

Synthesis
  – Basic Gates by Area: between 4 and 5%
  – Synth Area per Inst: approximately 14 um2
  – Warning count from the yosys run: 1
  – Mapped Cells: 3386
  – FF+latch count, synth: ~1000
  – Sequential share of the synthesized area: a little over three fifths
  – Logic family by area: multiplexers
  – Number of cells in Yosys stat: ~3400
  – Post-Synth AOI/OAI Area: 8.04%
  – XORs/XNORs by Area: 0%
  – Adders+Majority by Area: 0%
  – Synth cell types: 23
  – Mapped Area: 0.0488 mm2
  – Area fraction in mux cells: between 20% and 30%
  – YS chip area: around 0.05 mm2

CTS
  – Hold_buf cts: 0
  – CTS Root Cell: clkbuf_16
  – Num CTS Buffers: roughly 100
  – CTS tree: built
  – H-tree levels: 3
  – Reg clk slew, reported paths: around 70 ps
  – CTS Buffer Depth: 3
  – Setup bufs post-CTS: 0
  – Post-CTS Resized: 0
  – CTS sink count: 1024

Timing
  – Tmin final: 6720 ps
  – Final setup vio count: 0
  – Pins Over Slew Limit: 0
  – Peak Freq: 149 MHz
  – Hold Vio Cnt, Final: 0
  – TNS Setup: 0 ps
  – Worst-margin pin slew: 995 ps
  – Slew headroom: roughly a third
  – Final worst-path cycle share: 79.1%
  – Post-route setup slack: 1780 ps
  – RSZ-0062 raised after global routing: no

Critical path
  – Worst-path fanout max: around 42
  – Setup Crit Path Kind: input pin to output pin
  – CP Launch Type: input pin
  – Critical Path Sink Type: output pin
  – Worst EP required: 6800 ps
  – CP arrival: about 5000 ps

Drt
  – Total vias in the final route: between 30000 and 40000
  – First drt pass iteration count: 8
  – Drt total wl: 153 mm
  – Vias per cell: roughly 5.4
  – DRT iter0 DRCs: 1982
  – Antenna viol nets, final: 0
  – DRC: 0
  – WL per Instance: between 20 and 30 um

Power and ir drop
  – Net switching power: about 2.6 mW
  – Sw frac: between 20% and 30%
  – Peak supply drop: between 150 and 200 uV
  – Power per cell area: roughly 200 mW/mm2
  – Leakage power: approximately 20 nW
  – Combinational power share: approximately a tenth
  – Pint: 8.61 mW
  – Sequential Power Share: around 50%
  – Clock power share: about two fifths

Placed design
  – Port Buffers: 112
  – Final HPWL DP: 83.8 mm
  – DP Area: approximately 0.053 mm2
  – Final GP Congestion: 0.880
  – Dpl ws: 1800 ps

Floorplanning
  – Chip width: around 410 um
  – Core area: 0.161 mm2
  – Fp_density: 30.3%
  – Die Size: between 0.15 and 0.2 mm2
  – I/O pin cnt: between 100 and 150
  – Row cnt: between 100 and 150
  – Die y size: ~410 um

Global route
  – Global-route wire length before repair: between 200 and 250 mm
  – Grt total ovfl: 0
  – GRT Total Usage: about a fifth
  – Vias in the first global route: ~32000
  – Pin count of the biggest net entering global routing: between 90 and 100
  – Initial antenna violation count: 7

Job
  – Tool warning count: 27
  – Max cap viols: 0

Status
  – Status: completed
==> layout make-up <==
cell class,instances,share of cell area [%]
Clock buffer,118,4.75
Timing Repair Buffer,247,4.19
Clock inverter,69,1.21
Sequential cell,1024,55.0
Multi-Input combinational cell,2109,30.0
Tap cell,2160,4.83
Antenna cell,2,0.00895
==> Yosys cell counts (all sizes together) <==
cell	n	share of area [%]
edfxtp	1024	63
mux2i	1024	21
nand2	195	1.5
nand3	194	2.0
a21oi	192	2.0
a22oi	192	3.0
buf	163	2.5
a22o	128	2.3
clkbuf	90	0.72
a31oi	64	0.82
nor3	64	0.66
nor2	35	0.27
nand3b	5	0.077
nand2b	4	0.051
nor2b	4	0.051
or3b	3	0.054
and2	2	0.026
or2	2	0.026
or3	1	0.013
==> power by group through the flow <==
stage / sequential [mW] / combinational, mW / clock, mW
after CTS: 5.64 / 1.04 / 4.59
after global routing: 5.65 / 1.11 / 4.78
final: 5.64 / 1.04 / 4.53
==> metal layers <==
layer	wire length, um	vias to the layer above	part of all wire [%]	track usage, %
met5	57	-	0.037	0.149
met2	71400	1665	47	30.0
met4	5330	10	3.5	5.44
met1	55100	15272	36	23.2
met3	21500	306	14	11.7
li1	-	13574	-	-
==> cells by family after synthesis <==
| family | Yosys count |
|---|---|
| flip-flops | 1024 |
| buffers and inverters | 253 |
| multiplexers | 1024 |
| AND/OR/NAND/NOR | 509 |
| AND-OR/OR-AND | 576 |
==> how the worst max path moves through the flow <==
stage            startpoint               to  slack (ps)  depth (start not counted)
finish        read_sel_1[0]  read_data_1[14]        1780                          8
global route  read_sel_1[2]  read_data_1[14]        1760                          8
CTS           read_sel_2[0]  read_data_2[25]        1810                          8
==> metrics by stage <==
stage,power (mW),hold slack (ps),std cells
3_5_place_dp,6.79,2530,5540
5_1_grt,11.5,1810,5727
4_1_cts,11.3,1750,5727
6_report,11.2,1810,5729
2_1_floorplan,6.33,1800,3386
3_3_place_gp,6.78,2530,5540
==> cells in the final DEF (no fill, tap or decap), types with 3 or more instances in the layout <==
| master | instances |
|---|---|
| a21oi_1 | 192 |
| a22o_1 | 128 |
| a22oi_1 | 192 |
| a31oi_1 | 64 |
| buf_12 | 16 |
| buf_4 | 119 |
| bufinv_16 | 12 |
| clkbuf_1 | 14 |
| clkbuf_16 | 104 |
| clkdlybuf4s50_1 | 110 |
| clkinv_1 | 26 |
| clkinv_2 | 21 |
| clkinvlp_4 | 7 |
| edfxtp_1 | 1024 |
| mux2i_1 | 1024 |
| nand2_1 | 193 |
| nand2b_2 | 4 |
| nand3_1 | 194 |
| nand3b_1 | 5 |
| nor2_4 | 34 |
| nor2b_4 | 4 |
| nor3_1 | 64 |
| or3b_2 | 3 |
==> worst max-delay path: stages <==
cell and delay (ps):
clkdlybuf4s50_1 630, and2_4 800, buf_4 580, a22o_1 240
nor3_1 50, a31oi_1 320, nand3_1 200, clkdlybuf4s50_1 450
Power and IR drop assume default switching activity.
