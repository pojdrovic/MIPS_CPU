==> flow/design.v <==
module DMem(MemData,      
				WriteData,    
            Address,      
            MemWrite,     
            Clk);         
parameter ADDRESS_WIDTH = 16;
parameter DATA_WIDTH = 32;
input [DATA_WIDTH-1:0]       WriteData;
input [ADDRESS_WIDTH-1:0]    Address;
input MemWrite;
input Clk;
output [DATA_WIDTH-1:0] MemData;
reg [DATA_WIDTH-1:0] mem_contents [ADDRESS_WIDTH-1:0];
integer i;
assign MemData= mem_contents[Address];
always @(posedge Clk)
begin
	if(MemWrite)
	begin
		mem_contents[Address]<= #5 WriteData;
	end
end
endmodule
==> flow/run.sh <==
#!/bin/bash
# OpenROAD 26Q1-2900-gdf79404cd8, Yosys 0.63+post, stock flow scripts
make -C /OpenROAD-flow-scripts/flow DESIGN_CONFIG=/design/flow/config.mk WORK_HOME=/design/flow/orfs finish
==> flow/config.mk <==
export PLATFORM = sky130hd
export DESIGN_NAME = DMem
export DESIGN_NICKNAME = DMem
export VERILOG_FILES = /design/flow/design.v
export SDC_FILE = /design/flow/constraint.sdc
export NUM_CORES = 4
export LEC_CHECK = 1
export CORE_UTILIZATION = 30
==> flow/constraint.sdc <==
current_design DMem

set clk_period 5.4
set clk_io_pct 0.2

create_clock -name clk0 -period $clk_period [get_ports {Clk}]

set non_clock_inputs [all_inputs -no_clocks]
set_input_delay [expr $clk_period * $clk_io_pct] -clock clk0 $non_clock_inputs
set_output_delay [expr $clk_period * $clk_io_pct] -clock clk0 [all_outputs]
==> run notes <==
fresh numbers from the pnr run: status=finished, final reports clean, max-cap violation count=0, Adder Area Share=0, combinational share of power=0.055, simple share=0.0131, grt ovf=0, cycle use final=0.851, final hold viol count=0, Boundary Pins=between 80 and 90, global-route wire length before repair=between 60000 and 70000 um, ys cells=~800, Synthesized registers=slightly above 500, vias in the first global route=~10000, comb area leader=multiplexers, Commonest Layout Cell=edfxtp_1, initial DRC count=around 500, chip area=between 60000 and 70000 sq um, register bank with the most flops=mem_contents, worst ir drop on vdd=approximately 0.2 mV, Sw Ratio=0.201, number of core rows=approximately 92, Num Clock Sinks=~500, Core ar.=63200 sq um, required time worst endpoint=around 4300 ps, initial antenna violation count=4, Top Registers=mem_contents x512, Mapped Area=between 15000 and 20000 sq um, power share of the sequential group=0.543, Final Max Slew Viols=0, Synth Seq Share=0.800, clock buffer count from CTS=between 50 and 60, clock slew at reported path FFs=60 ps, Distinct lib cells used=16, Crit. End Element=output port, Post-Synthesis Cells=between 800 and 900, Clock power frac=0.403, area grow syn2layout=18.7%, xor+xnor area frac=0, number of fill cells in the layout=approximately 5600, # Post-CTS Setup Buffers=0, Critical Path AT=between 3000 and 4000 ps, Resized cells post-CTS=0, MUX area fraction=0.150, drt via density=around 4.9, Worst Hold End=mem_contents[14][23], antenna viol nets, final=0, crit path time final=4600 ps, final WL=~42000 um, CP Class=in2out, final core occ=0.361, Critical Path Source Type=input port, root buf cell=clkbuf_16, cts hold-fix bufs=0, Fmax=218 MHz, routed len/inst=roughly 23 um, GP Congestion=approximately 0.75, count of tool warnings=37, Synth Area in Compound Gates=0.0250, Clock Path Buffers=3, Hold Path Stages=1, most frequent cells in the layout=512 x edfxtp_1, 128 x mux4_2, 67 x clkdlybuf4s50_1, I/O Buffers=69, # DRC=0, RSZ-0062 raised after global routing=no, total leakage power=7.02 nW, Die H=255 um, largest net degree at the start of global routing=a little over 60, Die Wd=approximately 260 um, syn_area_per_cell=between 20 and 25 sq um, Internal=approximately 6.6 mW, CTS tree=yes, sw power=roughly 1.7 mW, HPWL after DPL=22600 um, ratio of cells with drive above 1 in the final layout=0.265, YS chip area=around 19000 sq um, vias=between 8000 and 9000, Yosys Warn Count=1, total track usage=0.141, H-tree Lvls=2, Hold Crit Class=in2reg, final total negative setup slack=0 ps, Final setup viols=0, initial core utilization=0.304, max reg flops=just over 500, Worst-Margin Slew=between 800 and 900 ps, maximum net fanout on the critical path=15, beginning of the worst hold path=WriteData[23], drt pass-1 iters=5, Cell Pwr Density=between 300 and 400 nW/um^2, Slew Limit Headroom=0.432
==> metrics by stage <==
step	area (sq um)	power [mW]	hold slack (ps)	std cells	setup slack, ps
6_report	22800	8.24	1410	1804	805
5_1_grt	22800	8.52	1450	1804	732
4_1_cts	22800	8.35	1400	1803	826
3_5_place_dp	21300	5.02	2020	1716	828
3_3_place_gp	21300	5.01	1970	1716	849
2_1_floorplan	19200	4.78	1180	808	1080
==> area by class of cell <==
cell class / count / area (sq um) / area share
antenna: 1 / 2.50 / 0.000110
clock buffer: 63 / 1360 / 0.0598
clock inverter: 24 / 183 / 0.00801
multi-input combinational: 251 / 3750 / 0.164
sequential: 512 / 15400 / 0.674
tap: 846 / 1060 / 0.0464
timing repair buffer: 107 / 1080 / 0.0474
==> metal layers <==
layer  part of all wire  vias up  global-route usage
li1                   -     3711                   -
met1               0.34     4423               0.169
met2               0.48      561               0.214
met3               0.16       66               0.102
met4              0.019        8              0.0231
met5             0.0032        -              0.0150
==> power groups by stage <==
stage	combinational, mW	clock (mW)	sequential (mW)
CTS	0.464	3.41	4.47
global route	0.493	3.55	4.48
finish	0.451	3.32	4.47
==> synth_stat cells <==
library cell  instances  area share
buf_4                 1     0.00039
buf_2                11      0.0029
a22oi_1              64       0.025
edfxtp_1            512        0.80
or3b_2                1     0.00046
nand2_1              33      0.0064
nor2b_1               2     0.00065
nor2_1               13      0.0025
mux4_2              128        0.15
nand3b_1              2     0.00078
nand3_1               1     0.00026
nor3_1                4      0.0010
buf_6                 6      0.0035
nand2b_1              2     0.00065
clkbuf_1             27      0.0053
and2_1                1     0.00033
==> how the worst max path moves through the flow <==
stage,to,start,cells after the start,slack (ps)
final,MemData[25],Address[3],6,800
after CTS,MemData[25],Address[3],6,830
after global routing,MemData[25],Address[3],6,730
==> worst max-delay path, cell delays in order <==
cell	delay [ps]
clkdlybuf4s50_1	690
and2_2	590
buf_4	350
a22oi_1	110
nand2_1	190
clkdlybuf4s50_1	500
==> logic make-up after synthesis <==
kind of cell | after synthesis
AOI/OAI and AO/OA | 64
buffers and inverters | 45
DFF | 512
muxes | 128
and+or+nand+nor | 59
No activity file was given, so power comes from the tool's default toggle rates.
